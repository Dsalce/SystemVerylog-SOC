$ cat design/flow/constraint.sdc
current_design tinyalu

set clk_period 8.3
set clk_io_pct 0.2

create_clock -name clk0 -period $clk_period [get_ports {clk}]

set non_clock_inputs [all_inputs -no_clocks]
set_input_delay [expr $clk_period * $clk_io_pct] -clock clk0 $non_clock_inputs
set_output_delay [expr $clk_period * $clk_io_pct] -clock clk0 [all_outputs]
$ cat design/flow/run.sh
#!/bin/bash
# OpenROAD 26Q1-2900-gdf79404cd8, Yosys 0.63+post, stock flow scripts
make -C /OpenROAD-flow-scripts/flow DESIGN_CONFIG=/design/flow/config.mk WORK_HOME=/design/flow/orfs finish
$ cat design/flow/design.v
`timescale 1ns / 1ps
package definitions;
    parameter version = "1.0";
    typedef struct packed {
        byte field0;
        byte field1;
        byte field2;
        byte field3;
     } packet_t;        
endpackage
module tinyalu (input [7:0] A,
		input [7:0] B,
		input [2:0] op,
		input clk,
		input reset_n,
		input start,
		output done,
		output [15:0] result);
   wire [15:0] 		      result_aax, result_mult;
   wire 		      start_single, start_mult;
   assign start_single = start & ~op[2];
   assign start_mult   = start & op[2];
   single_cycle and_add_xor (.A, .B, .op, .clk, .reset_n, .start(start_single),
			     .done(done_aax), .result(result_aax));
   three_cycle mult (.A, .B, .op, .clk, .reset_n, .start(start_mult),
		    .done(done_mult), .result(result_mult));
   assign done = (op[2]) ? done_mult : done_aax;
   assign result = (op[2]) ? result_mult :  result_aax;
endmodule  
module single_cycle(input [7:0] A,
		   input [7:0] B,
		   input [2:0] op,
		   input clk,
		   input reset_n,
		   input start,
		   output logic done,
		   output logic [15:0] result);
  always @(posedge clk)
    if (!reset_n)
      result <= 0;
    else
      case(op)
		3'b001 : result <= A + B;
		3'b010 : result <= A & B;
		3'b011 : result <= A ^ B;
      endcase  
   always @(posedge clk)
     if (!reset_n)
       done <= 0;
     else
       done =  ((start == 1'b1) && (op != 3'b000));
endmodule : single_cycle
module three_cycle(input [7:0] A,
		   input [7:0] B,
		   input [2:0] op,
		   input clk,
		   input reset_n,
		   input start,
		   output logic done,
		   output logic [15:0] result);
   logic [7:0] 			       a_int, b_int;
   logic [15:0] 		       mult1, mult2;
   logic 			       done1, done2, done3;
   always @(posedge clk)
     if (!reset_n) begin
	done  <= 0;
	done3 <= 0;
	done2 <= 0;
	done1 <= 0;
	a_int <= 0;
	b_int <= 0;
	mult1 <= 0;
	mult2 <= 0;
	result<= 0;
     end else begin  
	a_int  <= A;
	b_int  <= B;
	mult1  <= a_int * b_int;
	mult2  <= mult1;
	result <= mult2;
	done3  <= start & !done;
	done2  <= done3 & !done;
	done1  <= done2 & !done;
	done   <= done1 & !done;
     end  
endmodule : three_cycle
$ cat design/flow/config.mk
export PLATFORM = sky130hd
export DESIGN_NAME = tinyalu
export DESIGN_NICKNAME = tinyalu
export VERILOG_FILES = /design/flow/design.v
export SDC_FILE = /design/flow/constraint.sdc
export NUM_CORES = 4
export LEC_CHECK = 1
export CORE_UTILIZATION = 50
==> results_dict.tcl <==
# metrics dict for downstream scripts
set metrics [dict create \
    cp_cell_sequence "clkdlybuf4s50_1, buf_4, mux2_1, clkdlybuf4s50_1" \
    rsz0062_at_grt "no" \
    cpPeakStageDelay_ns 0.46 \
    leakagePower_uw 0.00261 \
    vias 3456 \
    synth.avg_cell_area_um2 9.60 \
    cts_max_level 3 \
    cts_tree "yes" \
    endpoint_kind "output pin" \
    p_clk_share_pct 36.1 \
    grt_pass1_vias 3504 \
    wl_mm 9.22 \
    numClockSinks 78 \
    dpl_cell_area_mm2 0.00539 \
    power_density_mw_per_mm2 157 \
    setup_viol 0 \
    internal-power_uw 644 \
    whs_ns 0.431 \
    grtUsageMet2_pct 36.0 \
    overflow 0 \
    grt_use_total_pct 21.8 \
    period_used_pct 58.3 \
    drv_cap 0 \
    min_to "mult.result[3]$_SDFF_PN0_" \
    flop_cell "dfxtp_1" \
    remaining_drc_errors 0 \
    fin_ws_ns 3.46 \
    ir_worst_vdd_mv 0.0957 \
    min_from "mult.mult2[3]$_SDFF_PN0_" \
    critPathMaxFanout 30 \
    antenna_found_initial 0 \
    grt_max_degree 76 \
    ant_nets 0 \
    cts.path.max_buffers 2 \
    port_buffers 38 \
    hold_viol 0 \
    io_pins 39 \
    use_met3_pct 5.08 \
    dp_slack_ns 3.44 \
    syn_area_mm2 0.00490 \
    syn_to_final_growth_pct 14.7 \
    r2r_end "mult.mult1[15]$_SDFF_PN0_" \
    startpoint_type "input port" \
    path_clk_slew_ns 0.08 \
    place.gp.congestion 0.863 \
    dr.pass1.iters 4 \
    tightest_slew_ns 0.601 \
    critical_path_required_ns 6.64 \
    tool_warnings 26 \
    postCtsHoldBufs 0 \
    cts_setup_buffers 0 \
    chip_area_mm2 0.0102 \
    avgRoutedWirePerCell_um 13.5 \
    viasPerCell 5.07 \
    p_sw_uw 240 \
    slew_violations 0 \
    ys_area_mm2 0.00490 \
    busiest_layer "met2" \
    n_antenna_cell 0 \
    root_buffer "clkbuf_8" \
    initialDrtViolationCount 92 \
    pwr-share-comb_pct 17.5 \
    regToRegSetupSlack_ns 4.00 \
    dp_hpwl_mm 6.99 \
    netlist_instances 510 \
    crit_buf_inv 3 \
    cts_resized 0 \
    finish.instance_area_mm2 0.00562 \
    path_class "in2out" \
    tns_ns 0 \
    logic_area_mm2 0.00307 \
    fin_worst_skew_ns 0.0140 \
    reg2regPathDepth 13 \
    max_freq_ghz 0.207 \
    ys_warn_count 4 \
    num_rows 35 \
    die_h_um 101 \
    floorplan.core_util_pct 52.3 \
    synthDistinctLibCells 52 \
    numCtsBuffers 9 \
    gr-usage-met1_pct 31.5 \
    die_width_um 101 \
    arrival_ns 3.18 \
    layout-drive-gt1-share_pct 4.71 \
    grt_pass1_wl_mm 16.5 \
    ys_cells 510 \
    ys_seq_elements 78 \
    edf_count 0 \
    worst_path_dominant_cell_family "buffers and inverters" \
    relSlewSlack_pct 59.9 \
    postSynthSeqShare_pct 31.9 \
    core_mm2 0.00937 \
    hold_depth 1 \
    ff_latch_area_mm2 0.00156 \
    async_reset_ff_share_pct 0 \
    r2r-start "mult.a_int[4]$_SDFF_PN0_" \
    period_needed_ns 4.84 \
    holdCritPathClass "reg2reg" \
    power_frac_seq_pct 46.4 \
    p_sw_share_pct 27.1 \
    clk_latency_ns 0.34 \
    num-fill-cells 843 \
    status "completed" \
    cp_common_cell "clkdlybuf4s50_1" \
    crit_slowest_cell "clkdlybuf4s50_1" \
]
-- registers in the layout (all words and copies together) (netlist names) --
register,flops
mult.result,16
and_add_xor.done,1
mult.done3,1
mult.done2,1
mult.done,1
mult.done1,1
mult.a_int,8
and_add_xor.result,9
mult.mult2,16
mult.b_int,8
mult.mult1,16
-- synthesized netlist by cell type, types with 2 or more instances --
cell type  count  share of area [%]
and2_1       105                 13
dfxtp_1       78                 32
inv_1         54                4.1
ha_1          44                 11
fa_1          37                 15
nand2_1       32                2.5
nor2_1        21                1.6
a21oi_1       14                1.4
clkbuf_1      10               0.77
mux2_1         9                2.1
nand2b_1       7               0.89
nor2b_1        7               0.89
nand3_1        6               0.61
o21ai_0        6               0.61
o21ai_1        6               0.61
a21o_1         5               0.77
xnor2_1        5               0.89
a211oi_1       4               0.61
buf_2          4               0.41
mux2i_1        4               0.82
nand4_1        4               0.51
o21a_1         4               0.61
o221a_1        4               0.92
a31oi_1        3               0.38
and3_1         3               0.38
nor3_1         3               0.31
nand3b_1       2               0.31
o221ai_1       2               0.36
o31ai_1        2               0.31
o31ai_2        2               0.51
o32ai_1        2               0.36
-- placed cells by master (no fill, tap or decap), types with 3 or more instances in the layout --
cell / count
o221a_1: 4
fa_1: 37
a211oi_1: 4
inv_1: 54
nor2_1: 21
clkdlybuf4s50_1: 37
nor3_1: 3
ha_1: 44
and3_1: 3
nand2b_1: 7
mux2_1: 9
nand2_1: 32
inv_6: 3
o21ai_0: 6
xnor2_1: 5
a21oi_1: 14
mux2i_1: 4
nor2b_1: 7
a31oi_1: 3
nand4_1: 4
and2_1: 105
nand3_1: 6
a21o_1: 5
o21ai_1: 6
o21a_1: 4
clkbuf_8: 9
dfxtp_1: 78
-- kinds of logic after synthesis --
family / share of synthesized area, %
and+or+nand+nor: 22.8
adders and majority gates: 26.4
DFF: 31.9
buffers and inverters: 5.39
AOI/OAI and AO/OA: 9.83
muxes: 2.89
xor gates and xnor gates: 0.894
-- routing by layer --
metal,routed length [um],vias to the layer above
li1,-,1747
met1,4400,1636
met2,4360,63
met3,358,10
met4,108,0
met5,0,-
-- through the flow --
stage	power (uW)	cells	util [%]
2_1_floorplan	524	510	-
3_3_place_gp	574	665	57.5
3_5_place_dp	575	665	57.5
4_1_cts	897	681	60.0
5_1_grt	941	681	60.0
6_report	884	681	60.0
-- how the worst max path moves through the flow --
stage | start | to | slack, ns | cells past startpoint
5_1_grt | op[2] | result[4] | 3.37 | 4
6_report | op[2] | result[6] | 3.46 | 4
4_1_cts | op[2] | result[6] | 3.44 | 4
-- layout make-up --
class	instances	share of cell area, %
multi-input combinational	363	54.7
tap	129	2.87
clock inverter	7	1.83
timing repair buffer	40	6.95
clock buffer	9	2.20
sequential	78	27.8
inverter	55	3.67
-- power groups by stage --
stage | clock (uW) | sequential (uW) | combinational [uW]
4_1_cts | 329 | 411 | 157
5_1_grt | 348 | 414 | 179
6_report | 319 | 410 | 154
Power is estimated from default activity; no workload was simulated.
